File: ./config.mk
export PLATFORM = sky130hd
export DESIGN_NAME = Shift_Register
export DESIGN_NICKNAME = Shift_Register
export VERILOG_FILES = /design/flow/design.v
export SDC_FILE = /design/flow/constraint.sdc
export NUM_CORES = 4
export LEC_CHECK = 1
export CORE_AREA = 10 10 70 70
export DIE_AREA = 0 0 80 80
File: ./constraint.sdc
current_design Shift_Register

set clk_period 1.9
set clk_io_pct 0.2

create_clock -name clk0 -period $clk_period [get_ports {clk}]

set non_clock_inputs [all_inputs -no_clocks]
set_input_delay [expr $clk_period * $clk_io_pct] -clock clk0 $non_clock_inputs
set_output_delay [expr $clk_period * $clk_io_pct] -clock clk0 [all_outputs]
File: ./design.v
module DFF(q, d, clk, reset);
    output q;
    input  d, clk, reset;
    reg    q;
    always @(posedge clk or posedge reset)
    begin
        if (reset)
            q <= 1'b0;
        else
            q <= d;
    end
endmodule
module MUX4_1(s0, s1, i0, i1, i2, i3, o);
    input  s0, s1;
    input  i0, i1, i2, i3;
    output o;
    assign o =
        (~s1 & ~s0 & i0) |
        (~s1 &  s0 & i1) |
        ( s1 & ~s0 & i2) |
        ( s1 &  s0 & i3);
endmodule
module Shift_Register(i, s, o, clk, reset, r);
    input  [7:0] i;       
    input  [1:0] s;       
    input        clk, reset;
    input        r;       
    output [7:0] o;
    wire q0, q1, q2, q3, q4, q5, q6, q7;
    wire d0, d1, d2, d3, d4, d5, d6, d7;
    assign o = {q7, q6, q5, q4, q3, q2, q1, q0};
    MUX4_1 MUX0(
        .s0(s[0]), .s1(s[1]),
        .i0(q0),       
        .i1(q1),       
        .i2(r),        
        .i3(i[0]),     
        .o(d0)
    );
    DFF FF0(
        .q(q0),
        .d(d0),
        .clk(clk),
        .reset(reset)
    );
    MUX4_1 MUX1(
        .s0(s[0]), .s1(s[1]),
        .i0(q1),
        .i1(q2),
        .i2(q0),
        .i3(i[1]),
        .o(d1)
    );
    DFF FF1(
        .q(q1),
        .d(d1),
        .clk(clk),
        .reset(reset)
    );
    MUX4_1 MUX2(
        .s0(s[0]), .s1(s[1]),
        .i0(q2),
        .i1(q3),
        .i2(q1),
        .i3(i[2]),
        .o(d2)
    );
    DFF FF2(
        .q(q2),
        .d(d2),
        .clk(clk),
        .reset(reset)
    );
    MUX4_1 MUX3(
        .s0(s[0]), .s1(s[1]),
        .i0(q3),
        .i1(q4),
        .i2(q2),
        .i3(i[3]),
        .o(d3)
    );
    DFF FF3(
        .q(q3),
        .d(d3),
        .clk(clk),
        .reset(reset)
    );
    MUX4_1 MUX4(
        .s0(s[0]), .s1(s[1]),
        .i0(q4),
        .i1(q5),
        .i2(q3),
        .i3(i[4]),
        .o(d4)
    );
    DFF FF4(
        .q(q4),
        .d(d4),
        .clk(clk),
        .reset(reset)
    );
    MUX4_1 MUX5(
        .s0(s[0]), .s1(s[1]),
        .i0(q5),
        .i1(q6),
        .i2(q4),
        .i3(i[5]),
        .o(d5)
    );
    DFF FF5(
        .q(q5),
        .d(d5),
        .clk(clk),
        .reset(reset)
    );
    MUX4_1 MUX6(
        .s0(s[0]), .s1(s[1]),
        .i0(q6),
        .i1(q7),
        .i2(q5),
        .i3(i[6]),
        .o(d6)
    );
    DFF FF6(
        .q(q6),
        .d(d6),
        .clk(clk),
        .reset(reset)
    );
    MUX4_1 MUX7(
        .s0(s[0]), .s1(s[1]),
        .i0(q7),
        .i1(r),
        .i2(q6),
        .i3(i[7]),
        .o(d7)
    );
    DFF FF7(
        .q(q7),
        .d(d7),
        .clk(clk),
        .reset(reset)
    );
endmodule
File: ./run.sh
#!/bin/bash
# OpenROAD 26Q1-2900-gdf79404cd8, Yosys 0.63+post, stock flow scripts
make -C /OpenROAD-flow-scripts/flow DESIGN_CONFIG=/design/flow/config.mk WORK_HOME=/design/flow/orfs finish
==> impl_metrics.json <==
{
  "status": "complete, no violations",
  "tightest_slew_ns": 0.307,
  "largest_area_cell": "dfrtp_1",
  "crit_buf_inv": 1,
  "yosys_warnings": 1,
  "cap_violations": 0,
  "slew_viol_final": 0,
  "finalCriticalPeriod_ns": 1.53,
  "grtUsageTotal_pct": 3.74,
  "pwr-share-clk_pct": 24.3,
  "row_count": 21,
  "skew_ns": 0.00301,
  "syn_area_per_cell_um2": 17.3,
  "cts_setup_buffers": 0,
  "worstPathRequired_ns": 1.52,
  "die_y_um": 80,
  "worstSkewPairLatency_ns": 0.26,
  "via_count": 282,
  "gr-total-overflow": 0,
  "antenna_found_initial": 0,
  "syn-cell-area_um2": 467,
  "warning_count": 25,
  "fp.dieW_um": 80,
  "top_cell_area_share_pct": 42.9,
  "startpoint_type": "register",
  "cts_tree": "built",
  "diodes": 0,
  "area_growth_syn_to_layout_pct": 47.2,
  "setup_viol": 0,
  "cts.repair.resized": 0,
  "switching_share_pct": 22.9,
  "p_switching_mw": 0.125,
  "max_freq_mhz": 652,
  "p_comb_share_pct": 31.1,
  "cp_max_fo": 4,
  "htree_levels": 1,
  "crit_chain": "clkdlybuf4s50_1",
  "dp_slack_ns": 0.190,
  "worstPathArrival_ns": 1.15,
  "top_cells_by_count": "8 x buf_4, 8 x dfrtp_1, 8 x mux4_2",
  "async_flop_share_pct": 100,
  "syn_inst": 27,
  "routed_via_density": 3.17,
  "firstDrtPassIters": 4,
  "dieArea_um2": 6400,
  "dp_cells": 86,
  "hold_path_class": "in2async",
  "fin_area_um2": 687,
  "drive_gt1_share_pct": 32.6,
  "grt_pass1_vias": 344,
  "grt_max_degree": 9,
  "ys_cells": 27,
  "r2r-end": "FF0.q",
  "path_clk_slew_ns": 0.06,
  "tns_ns": 0,
  "vdd_drop_max_uv": 299,
  "hold_ws_ns": 0.372,
  "rsz0062_at_grt": "no",
  "port_buffers": 20,
  "clock-sinks": 8,
  "finalHoldViolCount": 0,
  "p_seq_share_pct": 44.6,
  "yosys_most_used_dff": "dfrtp_1",
  "drtAntennaViolNets": 0,
  "p_int_mw": 0.422,
  "ctsLongestPathBuffers": 2,
  "ioPinCount": 21,
  "critPathMaxStageDelay_ns": 0.49,
  "routed_wl_um": 1140,
  "drt_iter0_drc": 11,
  "end_kind": "primary output",
  "grt_pass1_wl_um": 1740,
  "cp_slowest_cell": "clkdlybuf4s50_1",
  "p_leak_nw": 0.256,
  "wl_per_cell_um": 12.8,
  "layout.cells.non_filler": 89,
  "post_dp_cell_area_um2": 664,
  "slew-limit-headroom_pct": 79.5,
  "drc": 0,
  "rrSetupSlack_ns": 0.89,
  "fin_crit_sh_pct": 80.7,
  "finalPower_mw": 0.547,
  "core_um2": 3420,
  "yosys_area_um2": 467,
  "power_density_nw_per_um2": 797,
  "ys_seq_share_pct": 42.9,
  "synth-edff-count": 0,
  "fp_util_pct": 13.7,
  "criticalPathCategory": "reg2out",
  "hold_buffers": 0,
  "ys.flops": 8,
  "rr_startpoint": "FF1.q",
  "final_util_pct": 20.1,
  "gp_routability_congestion": 0.715,
  "reg2reg_depth": 1,
  "ys_top_cells_by_area": "dfrtp_1 43%, mux4_2 39%, buf_4 13%",
  "cts_made_buffers": 3,
  "crit_family": "buffers and inverters",
  "yosysUniqueCellTypes": 5,
  "cts_root_buf": "clkbuf_4",
  "setup_ws_ns": 0.367
}
cell type report:
class	count	area, um2
fillers	393	2730
repair buffers	23	223
flip-flops and latches	8	200
multi-input cells	8	180
well taps	46	57.6
clock buffers	3	22.5
inverters	1	3.75
metal layers:
metal / GRT usage (%) / vias to the layer above / routed length [um]
met2: 4.57 / 18 / 472
li1: - / 127 / -
met5: 0 / - / 0
met1: 4.95 / 137 / 485
met4: 0.176 / 0 / 0
met3: 3.41 / 0 / 178
power by group through the flow:
stage     clock (mW)  combinational (mW)  sequential (mW)
4_1_cts        0.140               0.176            0.245
5_1_grt        0.153               0.184            0.252
6_report       0.133               0.170            0.244
registers in the layout, indices dropped and copies added, names as in the netlist:
signal  count
FF7.q       1
FF4.q       1
FF2.q       1
FF0.q       1
FF3.q       1
FF5.q       1
FF6.q       1
FF1.q       1
cells by family (layout without fill, tap and decap cells):
family   after synthesis  count (layout)  share of synthesized area (%)
buf+inv               11              27                           18.5
mux                    8               8                           38.6
flops                  8               8                           42.9
cell usage in the layout (no fill, tap or decap):
cell,instances
buf_4,3
clkbuf_4,3
clkdlybuf4s50_1,20
dfrtp_1,8
inv_1,1
mux4_2,8
worst max path at each step:
stage | slack [ns] | cells after the start | to | start
4_1_cts | 0.35 | 1 | o[4] | FF4.q
5_1_grt | 0.30 | 1 | o[1] | FF1.q
6_report | 0.37 | 1 | o[1] | FF1.q
Power is estimated from default activity; no workload was simulated.
